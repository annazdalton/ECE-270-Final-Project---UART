===== flow/run.sh =====
#!/bin/bash
# OpenROAD 26Q1-2900-gdf79404cd8, Yosys 0.63+post, stock flow scripts
make -C /OpenROAD-flow-scripts/flow DESIGN_CONFIG=/design/flow/config.mk WORK_HOME=/design/flow/orfs finish

===== flow/config.mk =====
export PLATFORM = sky130hd
export DESIGN_NAME = receiver_top
export DESIGN_NICKNAME = receiver_top
export VERILOG_FILES = /design/flow/design.v
export SDC_FILE = /design/flow/constraint.sdc
export NUM_CORES = 4
export LEC_CHECK = 1
export CORE_AREA = 10 10 97 97
export DIE_AREA = 0 0 107 107

===== flow/constraint.sdc =====
current_design receiver_top

set clk_period 2.5
set clk_io_pct 0.2

create_clock -name clk0 -period $clk_period [get_ports {hwclk}]

set non_clock_inputs [all_inputs -no_clocks]
set_input_delay [expr $clk_period * $clk_io_pct] -clock clk0 $non_clock_inputs
set_output_delay [expr $clk_period * $clk_io_pct] -clock clk0 [all_outputs]

===== flow/design.v =====
module baud_generator(
    input logic clk, nrst,
    output logic baud_tick
);
    logic [15:0] counter, divisor, counter_n;
    logic baud_tick_n;
    assign divisor = 16'd1250;
    always_ff @(posedge clk, negedge nrst) begin
        if (~nrst) begin
            counter <= 16'd0;
            baud_tick <= 1'b0;
        end else begin
            counter <= counter_n;
            baud_tick <= baud_tick_n;
        end
    end
    always_comb begin
        if(counter == (divisor - 16'd1)) begin
            counter_n = 16'd0;
            baud_tick_n = 1'b1;
        end else begin
            counter_n = counter + 16'd1;
            baud_tick_n = 1'b0;
        end
    end
endmodule
module receiver_FSM(
    input logic clk, nrst,
    input logic baud_tick, data_i, parity_en_i,
    output logic shift_en, parity_en, frame_en,
    output logic data_ready
);
    logic [2:0] state, nextState;
    logic [3:0] bit_count, nextCount;
    always_ff @(posedge clk, negedge nrst) begin
        if(~nrst) begin
            state <= 3'd0;
            bit_count <= '0;
        end else begin  
            state <= nextState;
            bit_count <= nextCount;
        end
    end
    always_comb begin
        shift_en = 1'b0;
        parity_en = 1'b0;
        frame_en = 1'b0;
        data_ready = 1'b0;
        nextState = state;
        nextCount = bit_count;
        case(state)
            3'd0: begin  
                nextCount = '0;
                if (data_i == 1'b0) begin nextState = 3'd1; end
                else begin nextState = 3'd0; end
            end
            3'd1: begin  
                if (baud_tick == 1'b0) begin
                    nextState = 3'd1;
                end else if (baud_tick == 1'b1 && data_i == 1'b0) begin 
                    nextState = 3'd2; 
                    nextCount = '0;
                end
                else if(baud_tick == 1'b1 && data_i == 1'b1) begin 
                    nextState = 3'd0; 
                end
            end    
            3'd2: begin  
                if (baud_tick == 1'b1 && bit_count == 4'd7 && parity_en_i == 1'b1) begin
                    shift_en = 1'b1;
                    nextState = 3'd3;
                    nextCount = '0;
                end else if (baud_tick == 1'b1 && bit_count < 4'd7) begin
                    shift_en = 1'b1;
                    nextState = 3'd2;
                    nextCount = bit_count + 4'd1;
                end else if (baud_tick == 1'b1 && bit_count == 4'd7 && parity_en_i == 1'b0) begin
                    shift_en = 1'b1;
                    nextState = 3'd4;
                    nextCount = '0;
                end else if (baud_tick == 1'b0) begin
                    nextState = 3'd2;
                end
            end
            3'd3: begin  
                if (baud_tick == 1'b0) begin
                    nextState = 3'd3;
                end else begin
                    parity_en = 1'b1;
                    nextState = 3'd4;
                end
            end
            3'd4: begin  
                if (baud_tick == 1'b0) begin
                    nextState = 3'd4;
                end else begin
                    frame_en = 1'b1;
                    data_ready = 1'b1;
                    nextState = 3'd0;
                end
            end
            default: begin nextState = 3'd0; end
        endcase
    end
endmodule
module receiver_SIPO (
    input logic clk, nrst,
    input logic shift_en, data_i,
    output logic [7:0] sipo_o
);
    logic [7:0] nextSipo_o;
    always_ff @(posedge clk, negedge nrst) begin
        if (~nrst) begin
            sipo_o <= '0;
        end else begin
            sipo_o <= nextSipo_o;
        end
    end
    always_comb begin
        if (shift_en == 1) begin
            nextSipo_o = {data_i, sipo_o[7:1]};
        end else begin
            nextSipo_o = sipo_o;
        end
    end
endmodule
module receiver_frameChecker(
    input logic frame_en, stop_bit,  
    output logic frame_error
);
    always_comb begin
        if (frame_en == 1'b1) begin
            frame_error = (stop_bit != 1'b1);
        end else begin
            frame_error = 1'b0;
        end
    end
endmodule
module receiver_parityChecker(
    input logic [7:0] sipo_i,
    input logic parity_en, parity_bit,  
    output logic parity_error
);
    always_comb begin
        parity_error = 1'b0;
        if(parity_en) begin
            parity_error = ^{sipo_i, parity_bit};
        end
    end
endmodule
module receiver_top(
    input logic hwclk, reset,  
    output logic [20:0] pb,
    output logic [7:0] left, right,
        ss7, ss6, ss5, ss4, ss3, ss2, ss1, ss0,
    output logic red, green, blue,
    output logic [7:0] txdata,
    input logic [7:0] rxdata,
    output logic txclk, rxclk,
    input logic txready, rxready
);
    logic [7:0] SIPOdata_o;
    logic shift_en, parity_en_input, parity_en, frame_en, data_ready;
    logic parity_error, frame_error;
    logic baud_tick;
    logic data_i;
    assign data_i = pb[0];
    assign parity_en_input = pb[18];
    assign left[7:0] = SIPOdata_o;
    assign right[0] = data_ready;
    assign right[1] = parity_error;
    assign right[2] = frame_error;
    assign right [7:3] = 5'b0;
    baud_generator baudgen(
        .clk(hwclk),
        .nrst(reset),
        .baud_tick(baud_tick)
    );
    receiver_FSM recFSM(
        .clk(hwclk),
        .nrst(reset),
        .baud_tick(baud_tick),
        .data_i(data_i),
        .parity_en_i(parity_en_input),
        .shift_en(shift_en),
        .parity_en(parity_en),
        .frame_en(frame_en),
        .data_ready(data_ready)
    );
    receiver_SIPO recSIPO(
        .clk(hwclk),
        .nrst(reset),
        .shift_en(shift_en),
        .data_i(data_i),
        .sipo_o(SIPOdata_o)
    );
    receiver_parityChecker recParity(
        .sipo_i(SIPOdata_o),
        .parity_en(parity_en),
        .parity_bit(data_i),
        .parity_error(parity_error)
    );
    receiver_frameChecker recFrame(
        .frame_en(frame_en),
        .stop_bit(data_i),
        .frame_error(frame_error)
    );
endmodule

==> reports/qor.txt <==
status - completed
total CTS buffers - 3
RSZ-0062 raised after global routing - no
period utilization - 68.1%
DR DRC count - 0
simple share - 13.2%
Port Buffers - 2
io pins - 126
number of routed nets with antenna violations - 0
FILL cells - 826
post-synthesis chip area from yosys - 0.00173 sq mm
Die X - 107 microns
Die Ht - 107 microns
Setup violations, final - 0
largest net degree at the start of global routing - 20
DRT iter0 DRCs - 9
Syn-to-layout area delta - -14.3%
ys flops - 19
setup_tns - 0 ns
CP max stage cell - clkdlybuf4s50_1
Peak Freq - 0.588 GHz
clock sink total - 19
critical path required time - 2.00 ns
diode count - 0
Tool Warnings - 36
crit path DAT - 1.20 ns
Chip Area - 0.0114 sq mm
clk root buf - clkbuf_8
post-CTS sizing - 0
final hold violation count - 0
CP bufs+invs - 1
fraction of layout cells with a size suffix above 1 - 5.13%
Syn Area/Cell - 9.01 sq um
via count - 834
H-tree depth - 1
hold slack - 0.458 ns
synthesized cell area - 0.00173 sq mm
GPL Wtd Cong - 0.795
DR pass1 iterations - 4
initial antenna violation count - 0
MaxCap Viol Count - 0
compound-gate portion of the synthesized area - 0.579%
register share after synthesis - 27.5%
CP Max Fanout - 3
yosys warns - 103
worst setup path class - reg2out
pwr/cell area - 358 mW/mm^2
Adders+Majority by Area - 1.45%
VDD IR max - 0.159 mV
Post-synth mux share - 0.651%
hold buffer count at CTS - 0
max incr delay on CP - 0.45 ns
grt ovf - 0
CTS tree - done
Total GRT Usage - 4.23%
Crit. End Element - primary output
clock-pin slew on the worst setup and hold paths - 0.07 ns
first-pass GRT wire length - 4310 microns
DR WL/cell - 9.02 microns
row count - 31
post-synth cell types - 28
cell count in the Yosys report - 192
cell family with most CP delay - buffers and inverters
Insertion Delay late pin - 0.25 ns
floorplan utilization - 23.7%
Post-CTS Setup Bufs - 0
Period minus WS final - 1.70 ns
vias in the first global route - 970
core area - 0.00729 sq mm
main kind of combinational logic by area - buffers and inverters
CP Launch Type - flip-flop
Post-DP HPWL - 2330 microns
Via-to-Cell Ratio - 2.84
clk buf depth - 2
xor+xnor area frac - 6.08%
Hold WC Path Type - reg2reg
Cells after Synth - 192
Setup Skew - 0.00215 ns
Pleak - 0.000798 uW
max-slew violation count - 0
WL final - 2650 microns
critical path cell sequence - and2_1 > clkdlybuf4s50_1
## through the flow
stage | area [sq um] | cells | setup WS [ns] | util, % | power, uW
floorplan | 2150 | 304 | 0.939 | - | 439
global placement | 1440 | 290 | 0.864 | 19.7 | 340
detailed placement | 1440 | 290 | 0.846 | 19.7 | 338
CTS | 1480 | 294 | 0.774 | 20.3 | 543
global route | 1480 | 294 | 0.692 | 20.3 | 566
finish | 1480 | 294 | 0.798 | 20.3 | 530
## Yosys cell counts
cell type    n  area share (%)
nand2b_1     1            0.36
and2_1       1            0.36
nand2_1      8             1.7
dfrtp_1     19              27
and4b_1      1            0.58
and3_2       1            0.43
nor2b_1      1            0.36
nand3_1      5             1.4
xnor2_1     10             5.1
nor2_1       7             1.5
nand3b_1     1            0.43
o21ai_0      2            0.58
or4_1        1            0.43
nor3_1       1            0.29
nand4_4      1             1.2
nor3b_2      1            0.72
xor2_1       2             1.0
nor4_1       1            0.36
nor4b_1      1            0.51
inv_1        1            0.22
and3_1       2            0.72
mux2_2       1            0.65
conb_1       1            0.22
and4_4       1            0.65
buf_4      114              49
nand4_1      3             1.1
buf_2        2            0.58
ha_1         2             1.4
## where the power goes
group          switching, uW  internal, uW
Combinational           17.5          2.40
Clock                   92.2           110
Sequential                 0           307
Total                    110           420
## cells by family after synthesis
group,Yosys count
buffers and inverters,117
and+or+nand+nor,38
DFF,19
xor gates and xnor gates,12
adders and majority gates,2
AOI/OAI and AO/OA,2
other,1
muxes,1
## metal layers
layer  GRT usage (%)  wire, microns  share of wire (%)
met1            5.56           1230                 46
met2            7.20           1250                 47
met3           0.788            150                5.7
met4           0.677             31                1.2
met5               0              0                  0
## layout by cell type, fill, tap and decap left out, drive strengths merged
master	Yosys	routed
nand2	8	8
buf	116	1
nor3b	1	1
clkbuf	0	3
and4b	1	1
and3	3	3
and4	1	1
clkdlybuf4s50	0	2
nand4	4	4
nand3	5	5
nor3	1	1
nor4	1	1
mux2	1	1
conb	1	113
nor4b	1	1
nand3b	1	1
nand2b	1	1
and2	1	1
xnor2	10	10
xor2	2	2
clkinv	0	1
o21ai	2	2
ha	2	2
dfrtp	19	19
nor2	7	7
or4	1	1
nor2b	1	1
inv	1	1
## state kept, by name, indices dropped and copies added (netlist names), named ones only
name / cells
baudgen.counter: 16
baudgen.baud_tick: 1
recFSM.state: 1
## cell type report
cell class	count	area (sq um)	area share [%]
clock inverter	1	5.00	0.338
clock buffer	3	41.3	2.79
inverter	1	3.75	0.253
multi-input combinational	168	805	54.3
tap	99	124	8.36
timing repair buffer	3	27.5	1.86
sequential	19	475	32.1
## worst register-to-register path, cell delays in order (launching register included)
cell and delay [ns]:
dfrtp_1 0.41, ha_1 0.24, and4_4 0.28, nand4_4 0.11, or4_1 0.51, nand2_1 0.07
## worst paths after layout
check | startpoint | endpoint | slack [ns] | cells past startpoint
hold reg to reg | baudgen.baud_tick | recFSM.state[4] | 0.46 | 1
setup / recovery | baudgen.baud_tick | right[0] | 0.80 | 2
max in group asynchronous | reset | baudgen.counter[8] | 1.72 | 2
hold / removal | baudgen.baud_tick | recFSM.state[4] | 0.46 | 1
min in group asynchronous | reset | asynchronous set/reset pin | 0.58 | 2
setup reg to reg | baudgen.counter[0] | baudgen.counter[12] | 0.83 | 5
No activity file was given, so power comes from the tool's default toggle rates.
