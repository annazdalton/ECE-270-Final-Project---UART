## flow/design.v

```verilog
module baud_generator(
    input logic clk, nrst,
    output logic baud_tick
);
    logic [15:0] counter, divisor, counter_n;
    logic baud_tick_n;
    assign divisor = 16'd1250;
    always_ff @(posedge clk, negedge nrst) begin
        if (~nrst) begin
            counter <= 16'd0;
            baud_tick <= 1'b0;
        end else begin
            counter <= counter_n;
            baud_tick <= baud_tick_n;
        end
    end
    always_comb begin
        if(counter == (divisor - 16'd1)) begin
            counter_n = 16'd0;
            baud_tick_n = 1'b1;
        end else begin
            counter_n = counter + 16'd1;
            baud_tick_n = 1'b0;
        end
    end
endmodule
module counter(
    input logic clk, nrst, enable, clear,
    output logic [3:0] count,
    output logic overflow_flag
);
    logic [3:0] nextCount;
    always_ff @(posedge clk, negedge nrst) begin
        if(~nrst) begin
            count <= '0;
        end else begin
            count <= nextCount;
        end
    end
    always_comb begin
        overflow_flag = '0;
        if(clear) begin
            nextCount = '0;
        end else if(enable) begin
            nextCount = count + 4'd1; 
            if(count == 4'd8) begin
                overflow_flag = 1'b1; 
            end else begin
                overflow_flag = 1'b0;
            end
        end else begin
            nextCount = count;
        end
    end
endmodule 
module transmitterMux(
    input logic piso_i, start, stop, parity_i,
    input logic [1:0] select,
    output logic tx_data_o
);
    always_comb begin
        if(select == 2'b00) begin
            tx_data_o = start;
        end else if (select == 2'b01) begin
            tx_data_o = piso_i;
        end else if (select == 2'b10) begin
            tx_data_o = parity_i;
        end else begin  
            tx_data_o = stop; 
        end
    end
endmodule 
module transmitter_FSM(
    input logic clk, nrst, baud_tick, tx_valid, parity_en,
    input logic [3:0] count_data,
    output logic start, stop, count_en, count_clear, shift_en, load,
    output logic [1:0] select
);
    logic [2:0] state, nextState;
    always_ff @(posedge clk, negedge nrst) begin
        if(~nrst) begin
            state <= '0;  
        end else begin
            state <= nextState;
        end
    end
    always_comb begin
        nextState = state;
        count_en = 1'b0;
        count_clear = 1'b0;
        start = 1'b0;
        stop = 1'b1;
        select = 2'b11;
        load = 1'b0;
        shift_en = 1'b0;
        case(state) 
            3'b0: begin 
                select = 2'b11;  
                if(tx_valid) begin
                    nextState = 3'd1;
                end else begin
                    nextState = 3'd0;
                end
            end
            3'd1: begin
                load = 1'b1;
                select = 2'b11;
                nextState = 3'd2;
            end
            3'd2: begin 
                select = 2'b00;  
                if(baud_tick) begin
                    nextState = 3'd3;
                    count_clear = 1'b1;  
                end else begin
                    nextState = 3'd2;
                end
            end
            3'd3: begin 
                select = 2'b01;
                if(baud_tick) begin
                    shift_en = 1'b1;
                    count_en = 1'b1;
                    if(count_data == 4'd7) begin
                        count_en = 1'b0;
                        count_clear = 1'b1;
                        if(parity_en) begin
                            nextState = 3'd4;
                        end else begin
                            nextState = 3'd5;
                        end
                    end else begin
                        nextState = 3'd3;  
                    end
                end
            end
            3'd4: begin 
                select = 2'b10;  
                if(baud_tick) begin
                    nextState = 3'd5;
                end else begin
                    nextState = 3'd4;
                end
            end
            3'd5: begin 
                select = 2'b11;  
                if(baud_tick) begin
                    nextState = 3'd0;
                end else begin
                    nextState = 3'd5;
                end
            end
            default: begin
                nextState = '0; 
            end
        endcase
    end
endmodule
module transmitter_PISO(
    input clk, nrst,
    input logic [7:0] data_i,
    input logic shift_en, load,
    output logic piso_o
);
    logic [7:0] piso_data, nextpiso_data;
    always_ff @(posedge clk, negedge nrst) begin
        if (~nrst) begin
            piso_data <= '0;
        end else begin
            piso_data <= nextpiso_data;
        end
    end
    always_comb begin
        if(load) begin
            nextpiso_data = data_i;
        end else if (shift_en) begin
            nextpiso_data = {1'b0, piso_data[7:1]};
        end else begin
            nextpiso_data = piso_data;
        end
    end
    assign piso_o = piso_data[0];
endmodule 
module transmitter_parityGen(
    input logic [7:0] data_i,
    input logic parity_en,
    output logic parity_bit
);
    always_comb begin
        if (parity_en) begin
            parity_bit = ^ data_i;
        end else begin
            parity_bit = 1'b0;
        end
     end
endmodule
module transmitter_top (
  input  logic hwclk, reset,  
  input  logic [20:0] pb,
  output logic [7:0] left, right,
         ss7, ss6, ss5, ss4, ss3, ss2, ss1, ss0,
  output logic red, green, blue,
  output logic [7:0] txdata,
  input  logic [7:0] rxdata,
  output logic txclk, rxclk,
  input  logic txready, rxready
);
logic [7:0] PISOdata_i;
logic [3:0] count_o;
logic [1:0] mux_select;
logic count_enable, count_clear, count_overflow, piso_o, tx_data_o, mux_stop, mux_start, parity_o, tx_valid, parity_en, shift_en, shift_load, baud_tick;
assign PISOdata_i = pb[7:0];
assign right[0] = tx_data_o;
assign right[1] = parity_en;
assign right[2] = tx_valid;
assign right[3] = baud_tick;
assign tx_valid = pb[19];
assign parity_en = pb[18];
counter count0(
  .clk(hwclk), 
  .nrst(reset), 
  .enable(count_enable), 
  .clear(count_clear), 
  .count(count_o), 
  .overflow_flag()
);
transmitter_FSM trans_FSM(
  .clk(hwclk),
  .nrst(reset),
  .baud_tick(baud_tick),
  .tx_valid(tx_valid),
  .parity_en(parity_en),
  .count_data(count_o),
  .start(mux_start),
  .stop(mux_stop),
  .count_en(count_enable),
  .count_clear(count_clear),
  .shift_en(shift_en),
  .load(shift_load),
  .select(mux_select)
);
transmitter_PISO trans_PISO(
  .clk(hwclk),
  .nrst(reset),
  .data_i(PISOdata_i),
  .shift_en(shift_en),
  .load(shift_load),
  .piso_o(piso_o)
);
transmitter_parityGen trans_parity(
  .data_i(PISOdata_i),
  .parity_en(parity_en),
  .parity_bit(parity_o)
);
transmitterMux trans_mux(
  .piso_i(piso_o),
  .start(mux_start),
  .stop(mux_stop),
  .parity_i(parity_o),
  .select(mux_select),
  .tx_data_o(tx_data_o)
);
baud_generator baud_gen(
  .clk(hwclk),
  .nrst(reset),
  .baud_tick(baud_tick)
);
endmodule
```

## flow/run.sh

```bash
#!/bin/bash
# OpenROAD 26Q1-2900-gdf79404cd8, Yosys 0.63+post, stock flow scripts
make -C /OpenROAD-flow-scripts/flow DESIGN_CONFIG=/design/flow/config.mk WORK_HOME=/design/flow/orfs finish
```

## flow/config.mk

```make
export PLATFORM = sky130hd
export DESIGN_NAME = transmitter_top
export DESIGN_NICKNAME = transmitter_top
export VERILOG_FILES = /design/flow/design.v
export SDC_FILE = /design/flow/constraint.sdc
export NUM_CORES = 4
export LEC_CHECK = 1
export CORE_AREA = 10 10 106 106
export DIE_AREA = 0 0 116 116
```

## flow/constraint.sdc

```tcl
current_design transmitter_top

set clk_period 3.9
set clk_io_pct 0.2

create_clock -name clk0 -period $clk_period [get_ports {hwclk}]

set non_clock_inputs [all_inputs -no_clocks]
set_input_delay [expr $clk_period * $clk_io_pct] -clock clk0 $non_clock_inputs
set_output_delay [expr $clk_period * $clk_io_pct] -clock clk0 [all_outputs]
```

==> impl_metrics.py <==
# Synthesis and PnR figures
metrics = {
    "placement": {
        "dp_hpwl_mm": 3.21,
        "dp_slack_ns": 0.789,
        "port_buffers": 15,
        "place.gp.congestion": 0.782,
    },
    "clocking": {
        "cts_buffer_depth": 2,
        "cts_inserted_buffers": 5,
        "cts_sinks": 35,
        "cts_tree": "yes",
        "postCtsResizedCells": 0,
        "insertion_delay_ns": 0.29,
        "htree_levels": 2,
        "holdBufCountCts": 0,
        "post-cts-setup-buffers": 0,
        "clk_pin_slew_worst_paths_ns": 0.07,
        "clock-root-buffer": "clkbuf_8",
    },
    "min_path": {
        "hold_path.class": "flop to flop",
        "worstHoldStart": "baud_gen.counter[15]$_DFF_PN0_",
    },
    "final_timing": {
        "timing.fmax_mhz": 321,
        "worst_slack_ns": 0.787,
        "rsz0062_at_grt": "false",
        "finClkSkew_ns": 0.00830,
        "slew_headroom_pct": 64.7,
        "fin_crit_ns": 3.11,
        "hold-worst-slack_ns": 0.471,
        "slew_viol_final": 0,
        "finalClockPeriodUsage_pct": 79.8,
        "finalSetupViolCount": 0,
        "hold_viol_final": 0,
        "tns_ns": 0,
        "tightest_slew_ns": 0.528,
    },
    "critical_path": {
        "path_cells": "clkdlybuf4s50_1, xnor2_1, xnor2_1, xnor2_1, o21ai_0, clkdlybuf4s50_1",
        "crit_type": "primary input to output port",
        "worst-path-buf-inv": 2,
        "r2r_start": "baud_gen.counter[0]$_DFF_PN0_",
        "crit_family": "buffers and inverters",
        "cp_slowest_cell": "clkdlybuf4s50_1",
        "worstSetupEndpointType": "output port",
        "cp-startpoint": "pb[7]",
        "cp-start-kind": "primary input",
        "crit_top_cell": "xnor2_1",
        "critPathRequiredTime_ns": 3.12,
        "path_max_fanout": 2,
        "arrival_ns": 2.33,
        "slowest_delay_ns": 0.52,
    },
    "outcome": {
        "status": "completed",
    },
    "logic_synthesis": {
        "adder_share_pct": 1.59,
        "synth_area_per_cell_sq_um": 9.37,
        "postSynthSeqShare_pct": 37.1,
        "synth_flops": 35,
        "synthSimpleGateAreaFrac_pct": 12.7,
        "ys_area_sq_um": 2360,
        "yosys-stat-cells": 252,
        "postSynthCellCount": 252,
        "top_area_share_pct": 36.0,
        "muxShareOfSynthArea_pct": 3.39,
        "yosys_warnings": 95,
        "ys_top_logic_family": "buffers and inverters",
        "yosys.cell_types.count": 35,
        "top_area_cell": "dfrtp_1",
        "ys_top_cells_by_area": "dfrtp_1 36%, buf_4 30%, xnor2_1 7.4%",
        "edf_count": 0,
        "netlist_area_sq_um": 2360,
        "postSynth.asyncResetShare_pct": 100,
        "ff_type": "dfrtp_1",
        "synth-xor-area-share_pct": 7.79,
        "aoi_share_pct": 6.31,
    },
    "power": {
        "ir_worst_vdd_mv": 0.204,
        "total_power_uw": 823,
        "power_density_nw_per_um2": 341,
        "p_leak_uw": 0.00115,
    },
    "layout": {
        "drive_gt1_share_pct": 4.83,
        "post-route-util_pct": 27.3,
        "area_delta_synth_final_pct": 2.23,
    },
    "floorplan": {
        "pin_count": 126,
        "fp_util_pct": 26.7,
        "fp.coreArea_sq_um": 8850,
        "die_y_um": 116,
        "die_area_sq_um": 13500,
        "die_w_um": 116,
        "fp-row-count": 34,
    },
    "drt": {
        "vias": 1377,
        "drt_iter0_drc": 55,
        "totalWireLength_mm": 4.16,
        "diodes": 0,
        "drcViolationCount": 0,
        "wl_per_cell_um": 11.0,
        "drt-vias-per-instance": 3.65,
        "firstDrtPassIters": 4,
        "postRouteAntennaNets": 0,
    },
    "grt": {
        "grt_pass1_wl_mm": 6.93,
        "grt-ovfl-total": 0,
        "antenna_found_initial": 0,
        "gr-usage-all-layers_pct": 6.09,
        "grt_pass1_vias": 1487,
        "grt_max_degree": 36,
    },
    "job": {
        "warnings": 47,
        "cap_violations": 0,
    },
}
[where the power goes]
part	internal [uW]	switching [uW]	total [uW]
registers	375	7.37	382
logic	28.9	27.3	56.2
clock network	255	130	385
total	659	165	823
[registers in the layout (all words and copies together) (netlist names)]
signal,flops
baud_gen.baud_tick,1
baud_gen.counter,16
count0.count,4
trans_FSM.state,6
trans_PISO.piso_data,8
[final cells by class]
class                      count  area [sq um]
multi-input combinational    204          1080
clock buffer                   5          68.8
clock inverter                 3          67.6
fill                         947          6430
timing repair buffer          16           158
tap                          108           135
inverter                       6          22.5
sequential                    35           877
[placed cells by master, fill, tap and decap left out, types with 2 or more instances in the layout]
master,n
nand3_1,6
nand4_1,5
dfrtp_1,34
xnor2_1,20
nor3_1,5
o2bb2ai_1,2
inv_1,6
clkbuf_8,5
clkdlybuf4s50_1,15
mux2i_1,8
conb_1,89
ha_1,3
bufinv_16,2
nor2_1,14
nand2_1,19
o21ai_0,13
a21oi_1,2
o31ai_1,2
[cells in the mapped netlist (2+ instances only)]
| cell | instances |
|---|---|
| nor3_1 | 5 |
| nand3_1 | 6 |
| nor2_1 | 14 |
| o2bb2ai_1 | 2 |
| dfrtp_1 | 34 |
| a21oi_1 | 2 |
| xnor2_1 | 20 |
| o21ai_0 | 13 |
| buf_4 | 93 |
| nand2_1 | 19 |
| o31ai_1 | 2 |
| mux2i_1 | 8 |
| inv_1 | 6 |
| nand4_1 | 5 |
| ha_1 | 3 |
[layer usage]
layer,share of wire [%],global-route usage [%],vias up
met4,0.51,0.751,0
met2,45,9.67,63
met1,46,8.06,631
met3,8.0,2.25,4
met5,0,0,-
li1,-,-,679
[through the flow]
step / cell area, sq um / instances
floorplan: 2690 / 340
global placement: 2280 / 369
detailed placement: 2280 / 369
CTS: 2410 / 377
global route: 2410 / 377
finish: 2410 / 377
[worst paths after layout]
| check | slack [ns] | end | cells after the start |
|---|---|---|---|
| worst max-delay path | 0.79 | right[0] | 6 |
| worst min-delay path | 0.47 | baud_gen.counter[15]$_DFF_PN0_ | 1 |
| worst max register to register | 2.31 | baud_gen.counter[12]$_DFF_PN0_ | 5 |
| worst min register to register | 0.47 | baud_gen.counter[15]$_DFF_PN0_ | 1 |
| max in group asynchronous | 2.67 | trans_FSM.state[0]$_DFF_PN1_ | 2 |
| min in group asynchronous | 0.90 | trans_PISO.piso_data[4]$_DFFE_PN0P_ | 2 |
[cells by family (layout without fill, tap and decap cells)]
family	count (synthesis)	in the layout
and+or+nand+nor	59	59
buffers and inverters	101	30
xor gates and xnor gates	21	21
adders and majority gates	3	3
DFF	35	35
other	1	89
AOI/OAI and AO/OA	24	24
muxes	8	8
Power figures rest on the tool's default switching activity, not on a simulated workload.
